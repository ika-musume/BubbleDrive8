**/design/flow/config.mk**
```make
export PLATFORM = sky130hd
export DESIGN_NAME = SIPOBuffer
export DESIGN_NICKNAME = SIPOBuffer
export VERILOG_FILES = /design/flow/design.v
export SDC_FILE = /design/flow/constraint.sdc
export NUM_CORES = 4
export LEC_CHECK = 1
export CORE_UTILIZATION = 50
export SYNTH_MEMORY_MAX_BITS = 65536
```
**/design/flow/constraint.sdc**
```tcl
current_design SIPOBuffer

set clk_period 30.9
set clk_io_pct 0.2

create_clock -name clk0 -period $clk_period [get_ports {MCLK}]

set non_clock_inputs [all_inputs -no_clocks]
set_input_delay [expr $clk_period * $clk_io_pct] -clock clk0 $non_clock_inputs
set_output_delay [expr $clk_period * $clk_io_pct] -clock clk0 [all_outputs]
```
**/design/flow/design.v**
```verilog
module RAM1k1
(
    input   wire            MCLK,
    input   wire    [9:0]   RDADDR,
	input   wire    [9:0]   WRADDR,
	input   wire            DIN,
	output  reg             DOUT,
    input   wire            nWE,
	input   wire            nWRCLKEN,
	input   wire            nRDCLKEN
);
reg             RAM1k1 [1023:0];
always @(posedge MCLK)
begin
    if(nWRCLKEN == 1'b0)
    begin
       if (nWE == 1'b0)
       begin
           RAM1k1[WRADDR] <= DIN;
       end
    end
end
always @(posedge MCLK)  
begin
    if(nRDCLKEN == 1'b0)
    begin
        DOUT <= RAM1k1[RDADDR];
    end
end
endmodule
module SIPOBuffer
(
    input   wire            MCLK,
    input   wire    [12:0]  SIPOWRADDR,
    input   wire            SIPOWRDATA,
    input   wire            nSIPOWRCLKEN,
    input   wire    [9:0]   SIPORDADDR,
    output  wire    [7:0]   SIPORDDATA,
    input   wire            nSIPORDCLKEN
);
reg     [9:0]   sipo_write_address;
reg     [7:0]   sipo_we_decoder;  
always @(*)
begin
    case(SIPOWRADDR[2:0])
        3'b000: sipo_we_decoder <= 8'b0111_1111 | {8{nSIPOWRCLKEN}};
        3'b001: sipo_we_decoder <= 8'b1011_1111 | {8{nSIPOWRCLKEN}};
        3'b010: sipo_we_decoder <= 8'b1101_1111 | {8{nSIPOWRCLKEN}};
        3'b011: sipo_we_decoder <= 8'b1110_1111 | {8{nSIPOWRCLKEN}};
        3'b100: sipo_we_decoder <= 8'b1111_0111 | {8{nSIPOWRCLKEN}};
        3'b101: sipo_we_decoder <= 8'b1111_1011 | {8{nSIPOWRCLKEN}};
        3'b110: sipo_we_decoder <= 8'b1111_1101 | {8{nSIPOWRCLKEN}};
        3'b111: sipo_we_decoder <= 8'b1111_1110 | {8{nSIPOWRCLKEN}};
    endcase
end
RAM1k1 D7
(
    .MCLK               (MCLK               ),
    .RDADDR             (SIPORDADDR         ),
    .WRADDR             (SIPOWRADDR[12:3]   ),
    .DIN                (SIPOWRDATA         ),
    .DOUT               (SIPORDDATA[7]      ),
    .nWE                (sipo_we_decoder[7] ),
    .nRDCLKEN           (nSIPORDCLKEN       ),
    .nWRCLKEN           (nSIPOWRCLKEN       )
);
RAM1k1 D6
(
    .MCLK               (MCLK               ),
    .RDADDR             (SIPORDADDR         ),
    .WRADDR             (SIPOWRADDR[12:3]   ),
    .DIN                (SIPOWRDATA         ),
    .DOUT               (SIPORDDATA[6]      ),
    .nWE                (sipo_we_decoder[6] ),
    .nRDCLKEN           (nSIPORDCLKEN       ),
    .nWRCLKEN           (nSIPOWRCLKEN       )
);
RAM1k1 D5
(
    .MCLK               (MCLK               ),
    .RDADDR             (SIPORDADDR         ),
    .WRADDR             (SIPOWRADDR[12:3]   ),
    .DIN                (SIPOWRDATA         ),
    .DOUT               (SIPORDDATA[5]      ),
    .nWE                (sipo_we_decoder[5] ),
    .nRDCLKEN           (nSIPORDCLKEN       ),
    .nWRCLKEN           (nSIPOWRCLKEN       )
);
RAM1k1 D4
(
    .MCLK               (MCLK               ),
    .RDADDR             (SIPORDADDR         ),
    .WRADDR             (SIPOWRADDR[12:3]   ),
    .DIN                (SIPOWRDATA         ),
    .DOUT               (SIPORDDATA[4]      ),
    .nWE                (sipo_we_decoder[4] ),
    .nRDCLKEN           (nSIPORDCLKEN       ),
    .nWRCLKEN           (nSIPOWRCLKEN       )
);
RAM1k1 D3
(
    .MCLK               (MCLK               ),
    .RDADDR             (SIPORDADDR         ),
    .WRADDR             (SIPOWRADDR[12:3]   ),
    .DIN                (SIPOWRDATA         ),
    .DOUT               (SIPORDDATA[3]      ),
    .nWE                (sipo_we_decoder[3] ),
    .nRDCLKEN           (nSIPORDCLKEN       ),
    .nWRCLKEN           (nSIPOWRCLKEN       )
);
RAM1k1 D2
(
    .MCLK               (MCLK               ),
    .RDADDR             (SIPORDADDR         ),
    .WRADDR             (SIPOWRADDR[12:3]   ),
    .DIN                (SIPOWRDATA         ),
    .DOUT               (SIPORDDATA[2]      ),
    .nWE                (sipo_we_decoder[2] ),
    .nRDCLKEN           (nSIPORDCLKEN       ),
    .nWRCLKEN           (nSIPOWRCLKEN       )
);
RAM1k1 D1
(
    .MCLK               (MCLK               ),
    .RDADDR             (SIPORDADDR         ),
    .WRADDR             (SIPOWRADDR[12:3]   ),
    .DIN                (SIPOWRDATA         ),
    .DOUT               (SIPORDDATA[1]      ),
    .nWE                (sipo_we_decoder[1] ),
    .nRDCLKEN           (nSIPORDCLKEN       ),
    .nWRCLKEN           (nSIPOWRCLKEN       )
);
RAM1k1 D0
(
    .MCLK               (MCLK               ),
    .RDADDR             (SIPORDADDR         ),
    .WRADDR             (SIPOWRADDR[12:3]   ),
    .DIN                (SIPOWRDATA         ),
    .DOUT               (SIPORDDATA[0]      ),
    .nWE                (sipo_we_decoder[0] ),
    .nRDCLKEN           (nSIPORDCLKEN       ),
    .nWRCLKEN           (nSIPOWRCLKEN       )
);
endmodule
```
**/design/flow/run.sh**
```bash
#!/bin/bash
# OpenROAD 26Q1-2900-gdf79404cd8, Yosys 0.63+post, stock flow scripts
make -C /OpenROAD-flow-scripts/flow DESIGN_CONFIG=/design/flow/config.mk WORK_HOME=/design/flow/orfs finish
```
==> impl_metrics.toml <==
# generated from flow reports
[final_layout]
fill_cells = 54820
drive_gt1_frac = 0.1574
final_core_util = 0.5532
syn_to_final_growth_pct = 10.07
final_cells = 34181
design_area_mm2 = 0.3895
combGateArea_mm2 = 0.09873
flop_area_mm2 = 0.2462

[sta]
fin_ws_ps = 17650
relSlewSlack = -0.01062
drv_slew = 2
fin_crit_sh = 0.4287
min_period_ps = 13250
hold_viol_final = 0
tightest_slew_ps = 1510
finalClockSkew_ps = 83.78
setup_violations = 0
whs_ps = 1280
setup-tns-final_ps = 0
rsz0062_at_grt = "false"
fmax_mhz = 75.49

[detailed_routing]
wirelength_um = 1088000
wl_per_cell_um = 31.82
wirelength_met1_um = 337300
dr.pass1.iters = 7
ant_nets = 0
vias = 209070
drt_iter0_markers = 18340
wl_met3_um = 194700
maxUsedRoutingLayer = "met5"
drc = 0
wl_met2_um = 491700
vias_per_cell = 6.117

[global_route]
gr-usage-all-layers = 0.3419
grt_pass1_vias = 214882
grt-ovfl-total = 0
grt_max_degree = 192
antenna_found_initial = 103
grt_pass1_wl_um = 1547000

[synth]
synthAdderAreaFrac = 0
logic_family = "multiplexers"
ys_area_mm2 = 0.3538
yosys_cells = 24247
synth_async_sr_flop_share = 0
yosysMostFrequentCell = "nor2_1"
netlist_top_cells_area = "edfxtp_1 (70%), mux4_2 (12%), nor2_1 (8.9%)"
syn_avg_cell_area_um2 = 14.59
mux_share = 0.1422
synth_area_mm2 = 0.3538
ys_sh_aoi = 0.02426
ys_warn_count = 2
yosys_most_used_dff = "edfxtp_1"
common_cells = "nor2_1 (8382), edfxtp_1 (8200), mux4_2 (1821)"
ys_sh_simple = 0.1101
edf_count = 8200
synth-seq-cells = 8200
xor_share = 0
synth_cell_type_count = 76
ys_seq_share = 0.6959
yosys.area.top_type = "edfxtp_1"
top_area_frac = 0.6959
syn_inst = 24247

[run]
warnings = 89
maxCapViolCount = 1

[clocking]
cts_made_buffers = 842
h-tree-depth = 6
clk_pin_slew_ps = 60
postCtsSetupBuffers = 0
insertion_delay_ps = 1200
holdBufCountCts = 0
cts_root_buf = "clkbuf_16"
cts_buffer_depth = 4
cts.sinks = 8200
cts_resized = 0
cts_tree = "yes"

[placement]
dp_cells = 32496
placed_area_mm2 = 0.3635
port_buffers = 34
place_hpwl_um = 678400
globalplace.congestion = 0.9295
post-place-ws_ps = 16360

[critical_path]
cp.depth = 17
worst_path_max_delay_cell = "buf_4"
rr_worst_depth = 8
cp.required_ps = 31820
path_max_fanout = 72
critPathArrivalTime_ps = 14170
startpoint_type = "input port"
end_kind = "register"
cp.buffers_inverters = 9
critPathMostFrequentCell = "buf_4"
crit_chain = "buf_16 > buf_12 > buf_4 > buf_4 > buf_12 > buf_4 > buf_4 > buf_4 > buf_4 > mux4_2 > mux4_2 > nor2_1 > nor2_1 > o32ai_1 > a311oi_1 > nand3_1 > o2111ai_1"
crit_type = "input port to register"
worst-r2r-setup-slack_ps = 26080
critical_path.top_delay_family = "buffers and inverters"
slowest_delay_ps = 680

[power_and_ir_drop]
pwr-share-seq = 0.529
internal_power_mw = 17.92
p_total_mw = 23.17
leakage_nw = 115.1
clkPwrFrac = 0.415
switching_share = 0.2267
p_switching_mw = 5.252
p_comb_frac = 0.057
vdd_drop_max_mv = 0.07324
powerDensity_mw_per_mm2 = 59.49

[hold_path]
hold_path_class = "register to register"
holdPathStages = 5

[floorplan]
core_mm2 = 0.7041
die_h_um = 843.2
die-area_mm2 = 0.7110
fp-row-count = 308
initCoreUtil = 0.5025
die_x_um = 843.2
io_pins = 35

[run_status]
status = "finished, violations left"
violations = "capacitance limit, slew limit"
-- sequential cells by signal (all words and copies together) (netlist names) --
name / count
D3.RAM1k1: 1024
D4.RAM1k1: 1024
D2.DOUT: 1
D1.RAM1k1: 1024
D4.DOUT: 1
D6.DOUT: 1
D5.DOUT: 1
D1.DOUT: 1
D5.RAM1k1: 1024
D7.RAM1k1: 1024
D3.DOUT: 1
D0.DOUT: 1
D2.RAM1k1: 1024
D0.RAM1k1: 1024
D7.DOUT: 1
D6.RAM1k1: 1024
-- layout make-up --
class,instances,share of cell area
multi-input combinational,14140,0.2535
sequential,8200,0.6323
clock buffer,1121,0.05723
tap,9300,0.02988
antenna,144,0.0009252
timing repair buffer,847,0.01759
clock inverter,420,0.008456
inverter,9,0.0001703
-- tightest hold or removal path, delay by kind of cell (launching register included) --
kind	cells	cell delay (ps)
AOI/OAI and AO/OA	3	440
DFF	1	310
muxes	1	220
and+or+nand+nor	1	180
-- power by group through the flow --
stage | combinational (mW) | clock, mW | sequential (mW)
after CTS | 1.31 | 9.72 | 12.2
final | 1.31 | 9.61 | 12.2
after global routing | 1.38 | 10.1 | 12.2
-- per-layer routing --
layer,vias up,GRT usage
li1,89550,-
met1,105581,0.4376
met4,130,0.1517
met3,2278,0.2524
met2,11531,0.4647
met5,-,0.01433
-- placed cells by master (no fill, tap or decap), drive strengths merged, types with 15 or more instances in the layout --
master         instances
a311oi                30
nand3                 99
a221oi                18
diode                144
nor2b                 20
nor2                8382
a21oi                216
nand2               1425
o221ai               252
and3                  35
mux4                1834
nor4                  27
a22o                  15
a22oi                 64
a31oi                 55
o22ai                245
inv                   37
buf                  822
mux2i                859
nand2b                16
clkinv               355
clkdlybuf4s50         25
a211oi                46
o21ai                153
clkbuf              1121
a2111oi               21
bufinv                28
mux2                  31
nor3                  89
and2                  29
edfxtp              8200
-- cells by family after synthesis --
kind of cell | count (synthesis)
flip-flops | 8200
AND-OR/OR-AND | 1241
multiplexers | 2724
AND/OR/NAND/NOR | 10175
buffers and inverters | 1907
-- path summary, 6_finish.rpt --
path | endpoint | startpoint
max reg2reg | D7.DOUT$_DFFE_PN_ | D7.RAM1k1[81]$_DFFE_PP_
max | D3.DOUT$_DFFE_PN_ | SIPORDADDR[0]
min | D6.DOUT$_DFFE_PN_ | D6.RAM1k1[203]$_DFFE_PP_
min reg2reg | D6.DOUT$_DFFE_PN_ | D6.RAM1k1[203]$_DFFE_PP_
Power and IR drop assume default switching activity.
