==> /design/flow/design.v <==
module FRACBCDROM
(
    input   wire            MCLK,
    input   wire            nCLKEN,
    input   wire    [3:0]   ADDR,
    output  reg     [15:0]  DATA
);
always @(posedge MCLK)  
begin   
    if(nCLKEN == 1'b0)
    begin
        case(ADDR)
            4'b0000: DATA <= 16'h0000;
            4'b0001: DATA <= 16'h0625;
            4'b0010: DATA <= 16'h1250;
            4'b0011: DATA <= 16'h1875;
            4'b0100: DATA <= 16'h2500;
            4'b0101: DATA <= 16'h3125;
            4'b0110: DATA <= 16'h3750;
            4'b0111: DATA <= 16'h4375;
            4'b1000: DATA <= 16'h5000;
            4'b1001: DATA <= 16'h5625;
            4'b1010: DATA <= 16'h6250;
            4'b1011: DATA <= 16'h6875;
            4'b1100: DATA <= 16'h7500;
            4'b1101: DATA <= 16'h8125;
            4'b1110: DATA <= 16'h8750;
            4'b1111: DATA <= 16'h9375;
        endcase
    end
end
endmodule
==> /design/flow/run.sh <==
#!/bin/bash
# OpenROAD 26Q1-2900-gdf79404cd8, Yosys 0.63+post, stock flow scripts
make -C /OpenROAD-flow-scripts/flow DESIGN_CONFIG=/design/flow/config.mk WORK_HOME=/design/flow/orfs finish
==> /design/flow/config.mk <==
export PLATFORM = sky130hd
export DESIGN_NAME = FRACBCDROM
export DESIGN_NICKNAME = FRACBCDROM
export VERILOG_FILES = /design/flow/design.v
export SDC_FILE = /design/flow/constraint.sdc
export NUM_CORES = 4
export LEC_CHECK = 1
export CORE_AREA = 10 10 77 77
export DIE_AREA = 0 0 87 87
==> /design/flow/constraint.sdc <==
current_design FRACBCDROM

set clk_period 1.9
set clk_io_pct 0.2

create_clock -name clk0 -period $clk_period [get_ports {MCLK}]

set non_clock_inputs [all_inputs -no_clocks]
set_input_delay [expr $clk_period * $clk_io_pct] -clock clk0 $non_clock_inputs
set_output_delay [expr $clk_period * $clk_io_pct] -clock clk0 [all_outputs]
==> impl_metrics.tcl <==
# implementation run metrics
set metrics [dict create \
    hold_buffers 0 \
    antenna_found_initial 0 \
    crit_chain "clkdlybuf4s50_1 -> inv_1 -> ha_1 -> mux2i_1 -> xnor2_1" \
    reg_top3 "DATA: 10 flops" \
    final_antenna_net_count 0 \
    fill_cells 465 \
    top_register "DATA" \
    gr-usage-met3 0.00755 \
    grt_pass1_wl_um 1570 \
    rows 24 \
    die_h_um 87 \
    grt_setup_unrepaired "no" \
    initialDrtViolationCount 5 \
    io_buffers 18 \
    setup.worst_path.start_class "input pin" \
    synth.distinct_cells 15 \
    avgSynthCellArea_sq_um 13.7 \
    path_buffers 2 \
    synth_flops 10 \
    hpwl_um 885 \
    tns_ns 0 \
    status "completed" \
    yosysTopAreaCellShare 0.563 \
    edf_count 10 \
    yosysTopAreaCell "edfxtp_1" \
    critPathRequiredTime_ns 1.88 \
    crit_start "ADDR[0]" \
    synthArstFlopShare 0 \
    synth-seq-area-share 0.563 \
    die_width_um 87 \
    fin_area_sq_um 790 \
    crit_fanout 3 \
    ys.flop_type "edfxtp_1" \
    syn_area_sq_um 533 \
    viasPerCell 2.84 \
    max_stage_delay_ns 0.48 \
    drv_cap 0 \
    clock-sinks 10 \
    ys_cells 39 \
    cpMaxStageDelayCell "clkdlybuf4s50_1" \
    drc 0 \
    synthesis.instances 39 \
    p_clk_frac 0.373 \
    top_usage_layer "met2" \
    routabilityCongestion 0.712 \
    post_drt_wl_per_cell_um 9.36 \
    swShare 0.188 \
    largest_reg_flops 10 \
    firstDrtPassIters 2 \
    endpoint_kind "flop" \
    path_class "input pin to flop" \
    cts_tree "done" \
    chipArea_sq_um 7570 \
    met2_usage 0.0380 \
    drive_gt1_frac 0.138 \
    finalCriticalPeriod_ns 1.53 \
    seqPwrFrac 0.470 \
    dp.cells 106 \
    grt_max_degree 11 \
    top_cells_by_area "edfxtp_1 (56%), ha_1 (12%), buf_4 (8.5%)" \
    worstPathArrival_ns 1.51 \
    slew_viol_final 0 \
    finalClockPeriodUsage 0.806 \
    postCtsSetupBuffers 0 \
    cts_buffers 3 \
    power.leakage_nw 0.312 \
    peakVddDrop_mv 0.194 \
    clk_path_buf_depth 2 \
    max_freq_mhz 653 \
    num_antenna_cells 0 \
    clk_pin_slew_ns 0.05 \
    place_area_sq_um 744 \
    comb_power_share 0.157 \
    cts_resized 0 \
    power_density_nw_per_um2 737 \
    p_int_mw 0.472 \
    hp-start "ADDR[0]" \
    setup_violations 0 \
    ys_warn_count 1 \
    route.vias.total 312 \
    grtUsageMet1 0.0333 \
    finalWirelength_um 1030 \
    syn_to_final_growth_pct 48.1 \
    core_area_sq_um 4350 \
    ys_area_sq_um 533 \
    cts_root_buffer "clkbuf_8" \
    track_usage 0.0255 \
    initCoreUtil 0.122 \
    num_io_pins 22 \
    crit_family "buffers and inverters" \
    grt-ovfl-total 0 \
    warning_count 29 \
    instances_no_fill 110 \
    hold_viol_final 0 \
    switchingPower_mw 0.110 \
    most_common_cell "edfxtp_1" \
    top_cells_by_count "edfxtp_1 (10), buf_4 (6), ha_1 (5)" \
    hold_class "input pin to flop" \
    grt_pass1_vias 345 \
    htreeDepth 1 \
]
==> through the flow <==
stage	worst slack (ns)	util	hold slack [ns]	total power [mW]
global placement	0.149	0.171	1.11	0.372
finish	0.369	0.181	0.880	0.582
global route	0.289	0.181	0.902	0.613
floorplan	0.683	-	0.479	0.311
CTS	0.372	0.181	0.873	0.592
detailed placement	0.140	0.171	1.11	0.372
==> placed cells by master (no fill, tap or decap) <==
cell / n
and2b_2: 1
nand2b_1: 1
conb_1: 3
nand2_1: 1
buf_4: 2
clkbuf_8: 3
inv_1: 4
a31oi_1: 1
clkinv_1: 1
nor2_1: 1
a21oi_1: 1
clkdlybuf4s50_1: 18
ha_1: 5
xnor2_1: 1
mux2_2: 2
edfxtp_1: 10
mux2i_1: 3
==> path summary, 6_finish.rpt <==
path,end,slack (ns),cells after the start
hold / removal,DATA[5]$_DFFE_PN_,0.88,2
setup / recovery,DATA[12]$_DFFE_PN_,0.37,5
==> power by group through the flow <==
stage / clock, mW / combinational [mW] / sequential, mW
CTS: 0.223 / 0.0947 / 0.274
global route: 0.234 / 0.103 / 0.276
finish: 0.217 / 0.0915 / 0.273
==> cell type report <==
| type | count | area (sq um) | share of cell area |
|---|---|---|---|
| Clock inverter | 1 | 3.75 | 0.00475 |
| Inverter | 4 | 15.0 | 0.0190 |
| Tap cell | 52 | 65.1 | 0.0824 |
| Timing Repair Buffer | 20 | 195 | 0.247 |
| Sequential cell | 10 | 300 | 0.380 |
| Clock buffer | 3 | 41.3 | 0.0523 |
| Multi-Input combinational cell | 20 | 169 | 0.214 |
==> cells by family after synthesis <==
logic type | after synthesis | synth area share
XOR/XNOR | 1 | 0.0164
AND/OR/NAND/NOR | 4 | 0.0423
AND-OR/OR-AND | 2 | 0.0211
adder cells (fa/ha/maj) | 5 | 0.117
buffers and inverters | 11 | 0.134
other | 1 | 0.00704
multiplexers | 5 | 0.0986
flip-flops | 10 | 0.563
==> metal layers <==
metal  vias to the layer above  share of wire
li1                        160              -
met1                       134           0.43
met2                        16           0.39
met4                         0          0.036
met5                         -              0
met3                         2           0.14
Power figures rest on the tool's default switching activity, not on a simulated workload.
